$ cat flow/config.mk
export PLATFORM = sky130hd
export DESIGN_NAME = uart_tx
export DESIGN_NICKNAME = uart_tx
export VERILOG_FILES = /design/flow/design.v
export SDC_FILE = /design/flow/constraint.sdc
export NUM_CORES = 4
export LEC_CHECK = 1
export CORE_AREA = 10 10 112 112
export DIE_AREA = 0 0 122 122
$ cat flow/constraint.sdc
current_design uart_tx

set clk_period 3.5
set clk_io_pct 0.2

create_clock -name clk0 -period $clk_period [get_ports {clk}]

set non_clock_inputs [all_inputs -no_clocks]
set_input_delay [expr $clk_period * $clk_io_pct] -clock clk0 $non_clock_inputs
set_output_delay [expr $clk_period * $clk_io_pct] -clock clk0 [all_outputs]
$ cat flow/design.v
module uart_tx
    #(parameter int BAUD_RATE = 115_200,
        parameter int CLOCK_SPEED = 50_000_000)(
    input logic clk, rst, send,
    input [7:0] data,
    output logic tx, tx_done
);
    parameter BAUD_WIDTH = CLOCK_SPEED / BAUD_RATE;  
    parameter IDLE  = 7'b00001_11,
              START = 7'b00010_00,
              TX_0  = 7'b00100_00,
              TX_1  = 7'b01000_10,
              STOP  = 7'b10000_10;
    logic [7:0] data_register;
    logic [8:0] clk_counter;
    logic [2:0] data_index;
    logic [6:0] state;
    assign tx_done = state[0];
    assign tx      = state[1];
    always_ff @(posedge clk, posedge rst) begin : regSRFlipFlop
        if (rst)
            data_register <= '0;
        else if (send & (state === IDLE))
            data_register <= data;  
    end
    always_ff @(posedge clk, posedge rst) begin : stateMachine
        if (rst) begin
            state <= IDLE;
            clk_counter <= '0;
            data_index <= '0;
        end
        else begin
            unique case (state)
                IDLE: state <= send ? START : IDLE;
                START: begin
                    if (clk_counter < BAUD_WIDTH - 1) begin
                        clk_counter <= clk_counter + 1'b1;
                    end
                    else begin
                        clk_counter <= '0;
                        state <= data[0] ? TX_1 : TX_0;
                        data_index <= data_index + 1;
                    end
                end
                TX_0, TX_1: begin
                    if (clk_counter < BAUD_WIDTH - 1) begin
                        clk_counter <= clk_counter + 1'b1;
                    end
                    else if (data_index !== 3'd0) begin
                        clk_counter <= '0;
                        state <= data_register[data_index] ? TX_1  : TX_0;
                        data_index <= data_index + 1;
                    end
                    else begin
                        clk_counter <= '0;
                        state <= STOP;
                    end
                end
                STOP: begin
                    if (clk_counter < BAUD_WIDTH - 1)
                        clk_counter <= clk_counter + 1'b1;
                    else begin
                        clk_counter <= '0;
                        state <= IDLE;
                        data_index <= '0;
                    end
                end
            endcase
        end
    end
endmodule
$ cat flow/run.sh
#!/bin/bash
# OpenROAD 26Q1-2900-gdf79404cd8, Yosys 0.63+post, stock flow scripts
make -C /OpenROAD-flow-scripts/flow DESIGN_CONFIG=/design/flow/config.mk WORK_HOME=/design/flow/orfs finish
==> CHANGELOG.md <==
## Flow update

- Layout cell share with drive strength beyond 1: 0.199
- Post-CTS setup buffers: 0
- Max cap viols: 0
- Drc violations: 0
- Die height: 122 um
- Core footprint: 0.0102 mm2
- Iteration-0 DRC Markers: 56
- Hold path depth: 1
- Ant diodes: 0
- DRT Pass-1 Iters: 4
- Ports: 13
- Register share after synthesis: 0.437
- CTS Buffer Depth: 2
- Netlist cell types: 51
- Leakage: 0.706 nW
- Setup slack, reg-to-reg: 1.15 ns
- CTS tree: yes
- Power Total: 0.513 mW
- R2r endpoint: state[6]
- Final Cell Area: 0.00183 mm2
- Crit share post-route: 0.670
- Synth area leaders: dfrtp_1 (40%), mux2_2 (7.5%), a2111oi_4 (3.7%)
- Yosys warns: 1
- Chip area: 0.0149 mm2
- Pin count of the biggest net entering global routing: 27
- Clock skew: 0.00310 ns
- Layout area overhead: 22.3%
- OpenROAD warnings: 26
- Slew HR: 0.503
- RSZ-0062 raised after global routing: no
- WL final: 2.87 mm
- Max frequency: 426 MHz
- Detail Route Antenna Nets: 0
- Worst Hold End: data_register[2]
- Most common logic cells in the final layout: dfrtp_1 (24), clkdlybuf4s50_1 (12), nor2_1 (11), mux2_2 (10)
- Worst-path clk slew: 0.09 ns
- Final Wtd Congestion: 0.836
- Yosys top cell by area: dfrtp_1
- # Cells Yosys: 132
- Via density: 3.77
- CTS H-Tree Depth: 1
- Num CTS Buffers: 3
- CTS sink count: 26
- Vias post-DR: 1,064
- Mapped Cells: 132
- Clk ins delay skew pair: 0.26 ns
- Status: finished, final reports clean
- Async SR Flop Fraction: 1.00
- Syn_area_per_cell: 11.3 um2
- # resized after CTS: 0
- Number of enable flip-flop cells: 0
- R2R Path Start: state[1]
- Commonest Layout Cell: dfrtp_1
- Hold WC Path Type: reg2reg
- Clock Root Buffer: clkbuf_8
- Setup ws final: 1.15 ns
- Mapped cell area: 0.00150 mm2
- Cell Count, Final, Fillers Out: 282
- Fillers: 1,103
- Final Hold Fails: 0
- Critical path launch point type: flop
- DP Cell Count: 278
- First-pass GRT wire length: 4.86 mm
- Final Max Slew Viols: 0
- Die width: 122 um
- Initial antenna violation count: 0
- Pwr/cell area: 280 mW/mm2
- HPWL after DPL: 2.19 mm
- Floorplan-stage core utilization: 0.146
- CP endpoint kind: flop
- CP Class: reg2reg
- Worst-margin pin slew: 0.746 ns
- Worst EP required: 3.65 ns
- Placed cell areas: 0.00177 mm2
- Number of setup violations in the final report: 0
- Gr usage total: 0.0392
- Final min period: 2.35 ns
- PortBufs: 12
- Wire length per cell: 10.2 um
- Post-synth regs: 26
- Post-place setup slack: 1.15 ns
- Number of global-route vias before repair: 1,010
- Top-area cell share: 0.402
- Worst-path maximum fanout: 13
- Most common reg cell: dfrtp_1
- Yosys chip area: 0.00150 mm2
- Worst VDD drop: 0.000162 V
- Arrival time worst endpoint: 2.50 ns
- R2R depth: 5
- Cell Rows: 37
- HP Start: data_register[2]
- Grt total ovfl: 0
- Sum Neg Setup Slack: 0 ns
- Cts hold-fix bufs: 0
-- final cells by class --
cell class,instances,area [um2],area share
Sequential cell,26,653,0.357
Multi-Input combinational cell,98,805,0.440
Clock buffer,4,55.1,0.0301
Tap cell,136,170,0.0930
Timing Repair Buffer,13,128,0.0698
Inverter,5,18.8,0.0103
-- how the worst max path moves through the flow --
stage | startpoint | to | slack (ns)
6_report | state[1] | state[6] | 1.15
5_1_grt | state[1] | data_index[0] | 0.94
4_1_cts | state[1] | state[6] | 1.14
-- synthesized netlist by cell type (all sizes together) (2+ instances only) --
cell and count:
xnor2 2, a21oi 4, o21ai 6, and3b 2, nor3 3, a31oi 2
a22o 3, mux2 13, nand2b 3, inv 5, nand3 7, mux2i 5
nand2 6, nor2 11, nand3b 2, a2111oi 4, dfrtp 24, ha 3
dfstp 2, a211oi 2, clkbuf 2
-- registers in the layout, indices dropped and copies added, names as in the netlist --
name / flops
state: 6
clk_counter: 9
data_register: 8
data_index: 3
-- critical path, stage by stage (launching register included) --
cell and delay, ns:
dfstp_2 0.60, nor3b_1 0.24, a22oi_2 0.16, a2111oi_4 0.77, a31oi_2 0.12, mux2_1 0.34
-- cells by family (layout without fill, tap and decap cells) --
group | Yosys count | after routing | share of synthesized area
flops | 26 | 26 | 0.437
simple gates | 44 | 44 | 0.177
compound gates | 29 | 29 | 0.170
mux | 19 | 19 | 0.149
buf+inv | 8 | 22 | 0.0251
xor+xnor | 3 | 3 | 0.0176
fa+ha+maj | 3 | 3 | 0.0251
-- metrics by stage --
| stage | hold WS (ns) | utilization |
|---|---|---|
| final | 0.515 | 0.179 |
| after CTS | 0.517 | 0.179 |
| after global routing | 0.539 | 0.179 |
| after detailed placement | 0.496 | 0.173 |
| after global placement | 0.489 | 0.173 |
| after floorplan | 0.463 | - |
-- layer usage --
layer	global-route usage	routed length [um]	vias up
li1	-	-	522
met1	0.0603	1560	518
met2	0.0548	1140	22
met3	0.0117	147	2
met4	0.00298	17	0
met5	0	0	-
-- power breakdown --
group | switching (mW) | leakage (nW) | internal, mW
Sequential | 0 | 0.341 | 0.300
Combinational | 0.00898 | 0.337 | 0.0116
Clock | 0.0913 | 0.0288 | 0.100
Total | 0.100 | 0.706 | 0.412
Power and IR drop assume default switching activity.
