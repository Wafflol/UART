## flow/config.mk

```make
export PLATFORM = sky130hd
export DESIGN_NAME = timer
export DESIGN_NICKNAME = timer
export VERILOG_FILES = /design/flow/design.v
export SDC_FILE = /design/flow/constraint.sdc
export NUM_CORES = 4
export LEC_CHECK = 1
export CORE_AREA = 10 10 70 70
export DIE_AREA = 0 0 80 80
```

## flow/constraint.sdc

```tcl
current_design timer

set clk_period 2.4
set clk_io_pct 0.2

create_clock -name clk0 -period $clk_period [get_ports {clk}]

set non_clock_inputs [all_inputs -no_clocks]
set_input_delay [expr $clk_period * $clk_io_pct] -clock clk0 $non_clock_inputs
set_output_delay [expr $clk_period * $clk_io_pct] -clock clk0 [all_outputs]
```

## flow/run.sh

```bash
#!/bin/bash
# OpenROAD 26Q1-2900-gdf79404cd8, Yosys 0.63+post, stock flow scripts
make -C /OpenROAD-flow-scripts/flow DESIGN_CONFIG=/design/flow/config.mk WORK_HOME=/design/flow/orfs finish
```

## flow/design.v

```verilog
module timer #(parameter int WAIT_TIME = 434) (
    input clk, rst,
    output reg timer_done, timer_on
);
parameter int WIDTH = $clog2(WAIT_TIME);
reg [WIDTH-1 : 0] counter;
always_ff @(posedge clk) begin
    if (rst) begin
        counter <= '0;
        done <= 1'b0;
        timer_on <= 1'b1;
        timer_done <= 1'b0;
    end
    else if (counter < WAIT_TIME - 1)
        counter <= counter + 1'b1;
    else begin
        counter <= '0;
        done <= 1'b1;
        timer_on <= 1'b0;
        timer_done <= 1'b1;
    end
end
endmodule
```

==> Slide: Implementation Results <==
Physical Implementation Snapshot

Critical path
  – CP bufs+invs: 1
  – CP Capture Type: primary output
  – Worst r2r dst: counter[8]
  – Worst Reg2Reg Path Length in Cells: 4
  – Worst-path cell chain: clkdlybuf4s50_1
  – Crit path DRT: 1.92 ns
  – Reg-to-Reg Start: counter[0]
  – Worst EP arrival: about 1.1 ns
  – Crit path max-delay family: buffers and inverters
  – R2r setup slk: 0.85 ns
  – Critical-path top delay cell: clkdlybuf4s50_1
  – CP max FO: 3
  – Slowest stage delay, CP: ~0.47 ns
  – CP Class: register to primary output
  – Startpoint Class: register

GRT
  – First-pass GRT wire length: 1490 µm
  – Largest net degree at the start of global routing: 12
  – Antenna violations before repair: 0
  – Vias in the first global route: 340
  – Total track usage: 2.866%
  – Total grt overflow: 0

Yosys
  – Main flop type: dfxtp_1
  – Synth cell count leaders: dfxtp_1 (11), a211oi_1 (5), o21ai_0 (5)
  – Ys flops: 11
  – # Cells Yosys: 53
  – Most frequent cell after synthesis: dfxtp_1
  – Syn Inst Count: 53
  – Mapped Area: 506.7 µm²
  – Asr flop ratio synth: 0%
  – Cell Type Count: 22
  – Top cell area share: 43.46%
  – Top area cell types: dfxtp_1 (43%), a211oi_1 (7.4%), a221oi_2 (5.9%)
  – Post-synth EDFFs: 0
  – Register area share after synthesis: 43.46%
  – Yosys Chip Area: 506.7 µm²
  – Ys Warns: 4
  – Mean Syn Cell Area: 9.561 µm²
  – Cell accounting for the most synthesized area: dfxtp_1

Placed design
  – DP Cell Count: 100
  – Placed inst area: 586.8 µm²
  – IO buf count: 3
  – Routability cong.: between 0.7 and 0.8
  – Hpwl dp: 663.2 µm

Route
  – Ant diodes: 0
  – DR vias: approximately 420
  – Met2 WL: 375 µm
  – DRT iter0 DRCs: 46
  – Total Wirelength: roughly 940 µm
  – Met1 WL: roughly 450 µm
  – Drt via density: 4.048
  – Top layer in use: met4
  – Post-route DRC: 0
  – DRT Pass-1 Iters: 3
  – Detail Route Antenna Nets: 0
  – Routed WL per cell: roughly 9.1 µm
  – Wire length on met3: roughly 100 µm

Power and ir drop
  – Pwr dens: 539.7 nW/µm²
  – Total power: 0.0003309 W
  – Worst IR drop on VDD: between 0.0001 and 0.00015 V
  – P_leak: 0.1765 nW

Hold path
  – Hold worst-path end: timer_on
  – WHS Path Cells: 2
  – Worst min path class: register to register
  – Hold Startpoint: timer_on

Floorplanning
  – Initial Utilization: around 15%
  – Die width: 80 µm
  – I/O pin total: 4
  – Die H: 80 µm
  – Row Count: 21
  – Die area: between 6000 and 7000 µm²
  – Core area: 3416 µm²

CTS
  – Root Buffer: clkbuf_4
  – CTS tree: built
  – Post_cts resized: 0
  – CTS Buf Count: 3
  – Hold Buf Count CTS: 0
  – Post-CTS Setup Inserts: 0
  – Clk ins delay skew pair: 0.26 ns
  – Clock sinks: 11
  – CTS H-tree depth: 1
  – Clock buffer depth: 2
  – Clock slew at reported path FFs: 0.06 ns

Final timing
  – Clk_skew: 0.0003850 ns
  – FMAX: 0.6401 GHz
  – Clock period minus worst slack: 1.562 ns
  – Final TNS setup: 0 ns
  – RSZ-0062 raised after global routing: no
  – Final Slew Violations: 0
  – Worst-margin pin slew: between 0.4 and 0.5 ns
  – Post-layout period usage: 65.09%
  – Final Hold Vio Count: 0
  – Slew headroom: 70.96%
  – Endpoints failing setup: 0

Finish
  – Finished Cell Area: 613.1 µm²
  – Sequential cell area: between 200 and 250 µm²
  – Area Growth Syn to Fin: 20.99%
  – Non-filler instance count after layout: 104
  – Layout cell share with drive strength beyond 1: approximately 12%
  – Fillers: 381
  – Logic area: 271.5 µm²

Run
  – Max_cap viols: 0
  – Count of tool warnings: 25

Run status
  – Outcome: complete, no violations
-- per-stage QoR --
stage,hold slack [ns],util [%],setup WS (ns)
after floorplan,0.4392,-,1.018
after global placement,0.4796,17.18,0.8801
after detailed placement,0.4876,17.18,0.8650
after CTS,0.4970,17.95,0.8202
after global routing,0.5317,17.95,0.7285
final,0.4904,17.95,0.8378
-- flip-flops by register name, indices dropped and copies added (netlist names) --
signal      cells
counter         9
timer_on        1
timer_done      1
-- where the power goes --
group | switching (W) | total, W | internal (W)
sequential | 0.00000615 | 0.000193 | 0.000187
clock | 0.0000575 | 0.000122 | 0.0000643
combinational | 0.00000833 | 0.0000160 | 0.00000769
-- layout make-up --
cell class | instances | area share, %
Timing Repair Buffer | 3 | 4.898
Clock buffer | 4 | 4.286
Tap cell | 46 | 9.388
Sequential cell | 11 | 35.92
Inverter | 2 | 1.224
Multi-Input combinational cell | 38 | 44.29
-- cells by family (layout without fill, tap and decap cells) --
kind of cell               Yosys count  after routing  synth area share [%]
buffers and inverters                4              9                 2.962
AOI/OAI and AO/OA                   18             18                 27.66
DFF                                 11             11                 43.46
adders and majority gates            1              1                 2.469
xor gates and xnor gates             3              3                 5.186
and+or+nand+nor                     16             16                 18.27
-- how the worst max path moves through the flow --
| stage | start | to | depth (start not counted) |
|---|---|---|---|
| final | timer_done | timer_done | 1 |
| after global routing | counter[0] | counter[6] | 4 |
| after CTS | timer_on | timer_on | 1 |
-- cell usage in the layout (no fill, tap or decap), drive strengths merged --
cell type,netlist,final
and2,1,1
nand4,2,2
inv,2,2
a211oi,5,5
nand3,3,3
dfxtp,11,11
nand2,2,2
o21ai,5,5
clkdlybuf4s50,0,3
or3,4,4
ha,1,1
nor4,1,1
o21bai,1,1
a21oi,2,2
xor2,1,1
o31a,1,1
nand2b,1,1
xnor2,2,2
clkbuf,1,4
nor2,2,2
a221oi,4,4
-- routing by layer --
metal / vias up / track usage [%]
met2: 7 / 3.612
met3: 2 / 2.159
met5: - / 0
li1: 214 / -
met4: 0 / 0.3521
met1: 198 / 3.857
-- worst min-delay path, cell delays in order (launching register included) --
cell and delay [ns]:
dfxtp_1 0.32, nand2b_1 0.06, o21ai_0 0.06
Power figures rest on the tool's default switching activity, not on a simulated workload.
